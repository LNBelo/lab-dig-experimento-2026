### design/flow/design.v
module DE0_CV_golden_top (
      input              CLOCK2_50,
      input              CLOCK3_50,
      inout              CLOCK4_50,
      input              CLOCK_50,
      output      [12:0] DRAM_ADDR,
      output      [1:0]  DRAM_BA,
      output             DRAM_CAS_N,
      output             DRAM_CKE,
      output             DRAM_CLK,
      output             DRAM_CS_N,
      inout       [15:0] DRAM_DQ,
      output             DRAM_LDQM,
      output             DRAM_RAS_N,
      output             DRAM_UDQM,
      output             DRAM_WE_N,
      inout       [35:0] GPIO_0,
      inout       [35:0] GPIO_1,
      output      [6:0]  HEX0,
      output      [6:0]  HEX1,
      output      [6:0]  HEX2,
      output      [6:0]  HEX3,
      output      [6:0]  HEX4,
      output      [6:0]  HEX5,
      input       [3:0]  KEY,
      output      [9:0]  LEDR,
      inout              PS2_CLK,
      inout              PS2_CLK2,
      inout              PS2_DAT,
      inout              PS2_DAT2,
      input              RESET_N,
      output             SD_CLK,
      inout              SD_CMD,
      inout       [3:0]  SD_DATA,
      input       [9:0]  SW,
      output      [3:0]  VGA_B,
      output      [3:0]  VGA_G,
      output             VGA_HS,
      output      [3:0]  VGA_R,
      output             VGA_VS
);
	wire [3:0] resultado;
	full_adder_4bit hexa7seg(
	SW [9],
	SW [3:0],
	SW [7:4],
	resultado,
	LEDR [9]
	);
	hexa7seg vhexa7seg (
	resultado [3:0],
	HEX0 [6:0] 
	);
endmodule 
module full_adder (
    input wire a,
    input wire b,
    input wire cin,
    output wire sum,
    output wire cout
);
    assign sum = a ^ b ^ cin;
    assign cout = (a & cin) | (a & b) | (b & cin);
endmodule
module full_adder_4bit (
    input wire cin,
    input wire [3:0] a,
    input wire [3:0] b,
    output wire [3:0] sum,
    output wire cout
);
    wire c_temp_0, c_temp_1, c_temp_2;
    full_adder fa0 (
        .a(a[0]), 
        .b(b[0]), 
        .cin(cin), 
        .sum(sum[0]), 
        .cout(c_temp_0)
    );
    full_adder fa1 (
        .a(a[1]), 
        .b(b[1]), 
        .cin(c_temp_0), 
        .sum(sum[1]), 
        .cout(c_temp_1)
    );
    full_adder fa2 (
        .a(a[2]), 
        .b(b[2]), 
        .cin(c_temp_1), 
        .sum(sum[2]), 
        .cout(c_temp_2)
    );
    full_adder fa3 (
        .a(a[3]), 
        .b(b[3]), 
        .cin(c_temp_2), 
        .sum(sum[3]), 
        .cout(cout)
    );
endmodule
module hexa7seg (
    input [3:0] hexa,         
    output reg [6:0] sseg     
);
    always @(*) begin
        case (hexa)
            4'b0000: sseg = 7'b1000000;  
            4'b0001: sseg = 7'b1111001;  
            4'b0010: sseg = 7'b0100100;  
            4'b0011: sseg = 7'b0110000;  
            4'b0100: sseg = 7'b0011001;  
            4'b0101: sseg = 7'b0010010;  
            4'b0110: sseg = 7'b0000010;  
            4'b0111: sseg = 7'b1111000;  
            4'b1000: sseg = 7'b0000000;  
            4'b1001: sseg = 7'b0010000;  
            4'b1010: sseg = 7'b0001000;  
            4'b1011: sseg = 7'b0000011;  
            4'b1100: sseg = 7'b1000110;  
            4'b1101: sseg = 7'b0100001;  
            4'b1110: sseg = 7'b0000110;  
            4'b1111: sseg = 7'b0001110;  
            default: sseg = 7'b1111111;  
        endcase
    end
endmodule
### design/flow/run.sh
#!/bin/bash
# OpenROAD 26Q1-2900-gdf79404cd8, Yosys 0.63+post, stock flow scripts
make -C /OpenROAD-flow-scripts/flow DESIGN_CONFIG=/design/flow/config.mk WORK_HOME=/design/flow/orfs finish
### design/flow/config.mk
export PLATFORM = sky130hd
export DESIGN_NAME = DE0_CV_golden_top
export DESIGN_NICKNAME = DE0_CV_golden_top
export VERILOG_FILES = /design/flow/design.v
export SDC_FILE = /design/flow/constraint.sdc
export NUM_CORES = 4
export LEC_CHECK = 1
export CORE_AREA = 10 10 88 88
export DIE_AREA = 0 0 98 98
### design/flow/constraint.sdc
current_design DE0_CV_golden_top

set clk_period 5.5
set clk_io_pct 0.2

create_clock -name clk0 -period $clk_period

set non_clock_inputs [all_inputs -no_clocks]
set_input_delay [expr $clk_period * $clk_io_pct] -clock clk0 $non_clock_inputs
set_output_delay [expr $clk_period * $clk_io_pct] -clock clk0 [all_outputs]
==> results.cfg <==
; yosys + openroad results
[detailed_routing]
vias = 592
avgRoutedWirePerCell_um = 9.05
drtIter0Drc = 1
drc = 0
vias_per_cell = 2.67
diodes = 0
detail-route-antenna-nets = 0
drt-total-wl_um = 2010
firstDrtPassIters = 2

[die]
die_x_um = 98
die_h_um = 98
num_rows = 28
ios = 206
initial_core_util_pct = 17.2
chipArea_um2 = 9600
core_um2 = 5920

[yosys]
yosys_cells = 128
netlist_area_um2 = 1020
adder_share_pct = 16.5
yosys.area_share.aoi_pct = 5.17
synthCells = 128
netlist_logic_family_top = buffers and inverters
syn_area_per_cell_um2 = 7.95
ys_sh_mux_pct = 5.78
synth_seq_share_pct = 0
yosysWarnings = 83
yosys.area_share.simple_pct = 4.18
synth_xor_xnor_area_share_pct = 0.861
synth_cell_types = 22
ys_chip_area_um2 = 1020

[final_layout]
flops = 0
n_clock_buffer = 0
post_route_cells_drive_above_1_share_pct = 9.52
seq_area_um2 = 0
fin_area_um2 = 1000
final_util_pct = 16.9
final_cells = 222
nFillCells = 650
layout-area-overhead-vs-synth_pct = -1.48

[power_and_ir_drop]
power.density_nw_per_um2 = 123
worst_ir_drop_vdd_mv = 0.0756
netSwitchingPower_w = 0.0000458
power_frac_seq_pct = 0
combinationalPowerShare_pct = 100.0
internal_power_w = 0.0000777
p_leak_nw = 0.552
pwr-share-clk_pct = 0
swShare_pct = 37.1

[grt]
grt_pass1_vias = 727
globalRouteMet2Util_pct = 4.26
grtUsageMet3_pct = 2.70
grt_pass1_wl_um = 2970
grt_max_degree = 10
gr-usage-met1_pct = 4.66
grt_overflow = 0
top_usage_layer = met1
antenna_found_initial = 0
grt_use_total_pct = 3.40

[worst_hold_path]
hp-class = in2out
min_from = SW[7]
hold_depth = 3
hold_end = LEDR[9]

[critical_path]
crit_arrival_ns = 4.24
cp_max_fo = 7
path_class = in2out
start_kind = input pin
crit_required_ns = 4.40
worst_setup_path_end_kind = output port

[final_timing]
rsz0062_at_grt = no
untimed_endpoints = 98
fmax_mhz = 187
fin_crit_ns = 5.34
whs_ns = 3.33
period_used_pct = 97.1
layout_setup_ws_ns = 0.160
finalMaxSlewViolations = 0
finalSetupViolCount = 0
finalHoldViolCount = 0

[outcome]
status = complete, no violations

[flow_run]
warning_count = 145
drv_cap = 0

[placed_design]
hpwl_um = 1850
io_buffers = 17
place_worst_setup_slack_ns = -0.147
place_area_um2 = 973
dp.cells = 220
place.gp.congestion = 0.769
==> stage by stage <==
step	TNS, ns	total power (W)
global placement	-0.399	0.000119
detailed placement	-0.503	0.000120
CTS	0	0.000129
global route	0	0.000143
floorplan	0	0.000101
finish	0	0.000124
==> routing by layer <==
| layer | wire length [µm] | share of wire (%) |
|---|---|---|
| met5 | 0 | 0 |
| met4 | 0 | 0 |
| met3 | 385 | 19 |
| met2 | 663 | 33 |
| met1 | 960 | 48 |
==> power by group through the flow <==
stage                 combinational, W  clock [W]  sequential (W)
final                         0.000124          0               0
after global routing          0.000143          0               0
after CTS                     0.000129          0               0
==> layout by cell type, fill, tap and decap left out <==
cell / count
buf_4: 5
or3b_1: 1
buf_6: 1
nand3b_1: 1
or2_1: 1
xnor2_1: 1
o211ai_1: 1
mux4_1: 1
o21a_1: 1
inv_1: 10
inv_2: 1
o21ba_2: 1
conb_1: 82
o22ai_1: 1
mux2_2: 2
or2b_1: 1
nand3_1: 1
ha_1: 7
nand2_1: 2
mux2i_1: 1
o21ai_0: 3
clkdlybuf4s50_1: 17
a31oi_1: 1
fa_2: 4
==> timing repair <==
item	CTS	global route
setup buffers	2	0
resized	6	1
pin swaps	1	1
endpoints found under the hold margin	0	0
setup endpoints to repair	5	3
hold buffers	0	0
==> final cells by class <==
cell class                 instances  area, µm²  share of cell area (%)
timing repair buffer              23        219                    21.8
tap                               75       93.8                    9.36
inverter                          11       41.3                    4.12
multi-input combinational        113        648                    64.7
==> critical path, cell delays in order <==
cell and delay (ns):
clkdlybuf4s50_1 0.45, inv_1 0.05, fa_2 0.38, fa_2 0.34, fa_2 0.35, inv_2 0.06, fa_2 0.50, buf_6 0.17
mux2_2 0.26, o21a_1 0.17, clkdlybuf4s50_1 0.40
==> cells in the mapped netlist <==
library cell | instances | share of area, %
a31oi_1 | 1 | 0.62
buf_4 | 84 | 62
buf_6 | 1 | 1.1
conb_1 | 1 | 0.37
fa_1 | 4 | 7.9
ha_1 | 7 | 8.6
inv_1 | 11 | 4.1
mux2_2 | 2 | 2.2
mux2i_1 | 1 | 0.98
mux4_1 | 1 | 2.6
nand2_1 | 2 | 0.74
nand3_1 | 1 | 0.49
nand3b_1 | 1 | 0.74
o211ai_1 | 1 | 0.74
o21a_1 | 1 | 0.74
o21ai_0 | 3 | 1.5
o21ba_2 | 1 | 0.98
o22ai_1 | 1 | 0.62
or2_1 | 1 | 0.62
or2b_1 | 1 | 0.74
or3b_1 | 1 | 0.86
xnor2_1 | 1 | 0.86
==> how the worst max path moves through the flow <==
stage         end  cells after the start  start  slack (ns)
6_report  HEX0[5]                     11  SW[0]        0.16
4_1_cts   HEX0[5]                     11  SW[0]        0.04
5_1_grt   HEX0[5]                     11  SW[0]        0.03
==> cell families after synthesis <==
logic type | Yosys count
other cells | 1
buf+inv | 96
mux | 4
fa+ha+maj | 11
compound gates | 8
xor+xnor | 1
simple gates | 7
No activity file was given, so power comes from the tool's default toggle rates.
