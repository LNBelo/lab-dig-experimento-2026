**flow/design.v**
```verilog
module hexa7seg (
    input [3:0] hexa,         
    output reg [6:0] sseg     
);
    always @(*) begin
        case (hexa)
            4'b0000: sseg = 7'b1000000;  
            4'b0001: sseg = 7'b1111001;  
            4'b0010: sseg = 7'b0100100;  
            4'b0011: sseg = 7'b0110000;  
            4'b0100: sseg = 7'b0011001;  
            4'b0101: sseg = 7'b0010010;  
            4'b0110: sseg = 7'b0000010;  
            4'b0111: sseg = 7'b1111000;  
            4'b1000: sseg = 7'b0000000;  
            4'b1001: sseg = 7'b0010000;  
            4'b1010: sseg = 7'b0001000;  
            4'b1011: sseg = 7'b0000011;  
            4'b1100: sseg = 7'b1000110;  
            4'b1101: sseg = 7'b0100001;  
            4'b1110: sseg = 7'b0000110;  
            4'b1111: sseg = 7'b0001110;  
            default: sseg = 7'b1111111;  
        endcase
    end
endmodule
module one_second_counter (
	input clock,
	input reset,
	input start,
	output finished
);
integer one_second = 50_000_000;  
integer clock_counter = 0;
reg finished_detect = 1'b0;
always @(posedge clock) begin
	if (reset) begin
		clock_counter <= 0;
		finished_detect <= 1'b0;
	end else begin
		if (start) begin
			clock_counter <= clock_counter + 1;
			if (clock_counter == one_second - 1) begin  
				clock_counter <= 0;
				finished_detect <= 1'b1;
			end else begin
				finished_detect <= 1'b0;
			end
		end
	end
end
assign finished = finished_detect;
endmodule
module regressive_counter (
    input clock,
    input reset,
    input [3:0] seconds_period,  
    input start,
    output [6:0] hex5_seconds_left,  
    output reg ledr9_finished
);
    reg [3:0] valor_atual;
    wire pulso_de_1s;
    one_second_counter contador (
        .clock(clock),
        .reset(~reset),  
        .start(start),  
        .finished(pulso_de_1s)
    );
    hexa7seg display (
        .hexa(valor_atual),
        .sseg(hex5_seconds_left)
    );
    always @(posedge clock) begin
        if (~reset) begin  
            valor_atual <= seconds_period;
            ledr9_finished <= 1'b0;
        end 
        else if (start) begin
            if (pulso_de_1s) begin
                if (valor_atual == 0) begin
                    valor_atual <= seconds_period;
                    ledr9_finished <= 1'b0;
                end else begin
                    valor_atual <= valor_atual - 1;
                end
            end
            if (valor_atual == 0) 
                ledr9_finished <= 1'b1;
            else 
                ledr9_finished <= 1'b0;  
        end
    end
endmodule
```
**flow/run.sh**
```bash
#!/bin/bash
# OpenROAD 26Q1-2900-gdf79404cd8, Yosys 0.63+post, stock flow scripts
make -C /OpenROAD-flow-scripts/flow DESIGN_CONFIG=/design/flow/config.mk WORK_HOME=/design/flow/orfs finish
```
**flow/config.mk**
```make
export PLATFORM = sky130hd
export DESIGN_NAME = regressive_counter
export DESIGN_NICKNAME = regressive_counter
export VERILOG_FILES = /design/flow/design.v
export SDC_FILE = /design/flow/constraint.sdc
export NUM_CORES = 4
export LEC_CHECK = 1
export CORE_UTILIZATION = 30
```
**flow/constraint.sdc**
```tcl
current_design regressive_counter

set clk_period 3.6
set clk_io_pct 0.2

create_clock -name clk0 -period $clk_period [get_ports {clock}]

set non_clock_inputs [all_inputs -no_clocks]
set_input_delay [expr $clk_period * $clk_io_pct] -clock clk0 $non_clock_inputs
set_output_delay [expr $clk_period * $clk_io_pct] -clock clk0 [all_outputs]
```
==> run_results.csv <==
group,metric,value,unit
global_route,track_usage,12.22,%
power_and_ir_drop,seq_power_share,52.8,%
logic_synthesis,simple_gate_share,31.02,%
clock_network,clockBufferDepth,2,
clock_network,hold_buffers,0,
final_timing,tightest_slew,0.7579,ns
die,fp_util,31.41,%
place,place_congestion,0.8865,
critical_path,slowest_stage,"clkdlybuf4s50_1",
global_route,antenna_found_initial,0,
logic_synthesis,synth_area,2465,um2
die,die_y,92.65,um
hold_path,hp-class,"reg2reg",
critical_path,crit_fanout,7,
clock_network,cts_made_buffers,5,
final_timing,setup_tns,0,ns
drt,firstDrtPassIters,5,
final_timing,hold_viol_final,0,
critical_path,rrSetupSlack,1.07,ns
logic_synthesis,aoi_share,6.802,%
power_and_ir_drop,power.density,365.6,nW/um2
drt,drt_first_iter_violations,94,
logic_synthesis,synth_top_area_share,33.30,%
die,fp.dieW,92.65,um
final_timing,period_used_share,74.57,%
logic_synthesis,xor_share,11.37,%
critical_path,path_class,"in2reg",
drt,wl,4883,um
layout,drive_gt1_share,7.744,%
drt,wl_per_cell,12.24,um
final_timing,setup_viol,0,
critical_path,cp.arrival,2.87,ns
power_and_ir_drop,peakVddDrop,0.1243,mV
status,status,"finished, final reports clean",
final_timing,min_period,2.685,ns
logic_synthesis,synth_seq_share,38.17,%
logic_synthesis,largest_area_cell,"dfxtp_1",
logic_synthesis,syn-instance-count,283,
clock_network,ctsResizeCount,0,
die,rows,32,
power_and_ir_drop,swShare,24.06,%
clock_network,htree_levels,2,
drt,via_per_inst,4.955,
final_timing,fmax,372.5,MHz
clock_network,cts_tree,"done",
final_timing,clock_skew,0.004969,ns
clock_network,cts_setup_buffers,0,
power_and_ir_drop,leakage,1.015,nW
final_timing,rsz0062_at_grt,"no",
logic_synthesis,yosys.stat.chipArea,2465,um2
layout,fill_cells,816,
critical_path,end_kind,"flip-flop",
logic_synthesis,ys.flops,45,
power_and_ir_drop,comb_power_share,14.0,%
global_route,grt_pass1_vias,1769,
logic_synthesis,avgSynthCellArea,8.710,um2
layout,areaGrowthSynthToFinish,13.65,%
logic_synthesis,ys.warnings.count,3,
die,core_area,7848,um2
clock_network,clock_sinks,45,
logic_synthesis,synth.distinct_cells,48,
critical_path,crit_required,3.79,ns
power_and_ir_drop,clkPwrFrac,33.2,%
power_and_ir_drop,total_power,1.024,mW
global_route,grt_overflow,0,
place,dpl.hpwl,3507,um
logic_synthesis,ys_sh_mux,3.858,%
logic_synthesis,edf_count,4,
logic_synthesis,synthArstFlopShare,0,%
drt,drc_errors,0,
drt,antenna_left,0,
clock_network,path_clk_slew,0.08,ns
job,warnings,31,
die,die_area,8583,um2
place,port_buffers,14,
logic_synthesis,ys_cells,283,
critical_path,start_kind,"primary input",
logic_synthesis,top_cell,"dfxtp_1",
logic_synthesis,adder_share,4.569,%
critical_path,worst_path_largest_cell_delay,0.61,ns
logic_synthesis,area_leaders,"dfxtp_1 33%, xor2_1 7.5%, nor2_1 5.8%",
logic_synthesis,common_cells,"41 x dfxtp_1, 38 x nor2_1, 21 x xor2_1",
final_timing,slew_headroom,49.00,%
logic_synthesis,ff_type,"dfxtp_1",
global_route,grt_max_degree,31,
clock_network,root_buffer,"clkbuf_8",
job,cap_violations,0,
clock_network,clk_latency,0.29,ns
logic_synthesis,synth.logic.top_family,"simple AND/OR/NAND/NOR gates",
power_and_ir_drop,cellInternalPower,0.7779,mW
power_and_ir_drop,switching_power,0.2464,mW
drt,diodes,0,
critical_path,crit_chain,"clkdlybuf4s50_1 -> and2_4 -> a31oi_1 -> o22ai_1 -> inv_1 -> ha_1 -> and3_1 -> a211o_1",
final_timing,drv_slew,0,
drt,num_vias,1977,
global_route,grt_pass1_wl,8452,um
die,io_pins,15,
cell families after synthesis:
logic type / Yosys count
DFF: 45
and+or+nand+nor: 140
adders and majority gates: 9
muxes: 9
AOI/OAI and AO/OA: 26
xor gates and xnor gates: 32
buffers and inverters: 22
worst paths after layout:
check	from	to	depth (start not counted)
max	start	hex5_seconds_left[0]	8
min	contador.clock_counter[30]	contador.clock_counter[30]	2
max reg2reg	valor_atual[0]	hex5_seconds_left[0]	9
min reg2reg	contador.clock_counter[30]	contador.clock_counter[30]	2
flip-flops by register name, summed over array words and instances (netlist names):
name and flops:
ledr9_finished 1, hex5_seconds_left 7, valor_atual 4, contador.finished_detect 1, contador.clock_counter 32
cell usage in the layout (no fill, tap or decap), types with 3 or more instances in the layout:
| cell type | synthesis | layout |
|---|---|---|
| dfxtp_1 | 41 | 41 |
| nor2_1 | 38 | 38 |
| xor2_1 | 21 | 21 |
| nand2_1 | 19 | 19 |
| nand4_1 | 19 | 19 |
| nand3_1 | 17 | 17 |
| clkdlybuf4s50_1 | 0 | 14 |
| xnor2_1 | 11 | 11 |
| inv_1 | 10 | 10 |
| ha_1 | 9 | 9 |
| nor3_1 | 8 | 8 |
| mux2i_1 | 8 | 8 |
| clkbuf_8 | 0 | 7 |
| o22ai_1 | 6 | 6 |
| and2_1 | 6 | 6 |
| a21oi_1 | 5 | 5 |
| and4_1 | 5 | 5 |
| and3_1 | 4 | 4 |
| buf_4 | 1 | 4 |
| edfxtp_1 | 4 | 4 |
| a31oi_1 | 3 | 3 |
| nand2b_1 | 3 | 3 |
| o21ai_0 | 3 | 3 |
| nor4_1 | 3 | 3 |
power by group through the flow:
stage	Combinational, mW	Clock (mW)	Sequential [mW]
final	0.143	0.340	0.541
after global routing	0.163	0.376	0.544
after CTS	0.144	0.357	0.541
layout make-up:
class / count / area, um2 / area share (%)
flip-flops and latches: 45 / 940.9 / 33.59
clock inverters: 1 / 5.005 / 0.1787
well taps: 102 / 127.6 / 4.556
repair buffers: 18 / 170.2 / 6.074
clock buffers: 7 / 96.34 / 3.439
multi-input cells: 216 / 1424 / 50.83
inverters: 10 / 37.54 / 1.340
worst max-delay path, delay by kind of cell:
kind	cells	cell delay (ns)
compound gates	3	0.72
fa+ha+maj	1	0.27
buf+inv	2	0.77
simple gates	2	0.38
stage by stage:
stage | cells | hold WS, ns | setup WS, ns | instance area [um2] | util (%)
finish | 399 | 0.5192 | 0.9154 | 2801 | 35.70
CTS | 399 | 0.5215 | 0.9318 | 2801 | 35.70
global placement | 391 | 0.4972 | 0.6708 | 2700 | 34.41
floorplan | 283 | 0.4365 | 1.303 | 2465 | -
detailed placement | 391 | 0.5085 | 0.6086 | 2700 | 34.41
global route | 399 | 0.5441 | 0.7770 | 2801 | 35.70
layer usage:
layer	vias to the layer above	wire [um]	track usage [%]
li1	1029	-	-
met1	921	2648	19.65
met2	23	2026	17.84
met3	4	151	2.256
met4	0	57	1.410
met5	-	0	0
Power is estimated from default activity; no workload was simulated.
